==> ./run.sh <==
#!/bin/bash
# OpenROAD 26Q1-2900-gdf79404cd8, Yosys 0.63+post, stock flow scripts
make -C /OpenROAD-flow-scripts/flow DESIGN_CONFIG=/design/flow/config.mk WORK_HOME=/design/flow/orfs finish
==> ./config.mk <==
export PLATFORM = sky130hd
export DESIGN_NAME = RAM_8x8
export DESIGN_NICKNAME = RAM_8x8
export VERILOG_FILES = /design/flow/design.v
export SDC_FILE = /design/flow/constraint.sdc
export NUM_CORES = 4
export LEC_CHECK = 1
export CORE_AREA = 10 10 94 94
export DIE_AREA = 0 0 104 104
==> ./constraint.sdc <==
current_design RAM_8x8

set clk_period 1.2
set clk_io_pct 0.2

create_clock -name clk0 -period $clk_period [get_ports {CLK}]

set non_clock_inputs [all_inputs -no_clocks]
set_input_delay [expr $clk_period * $clk_io_pct] -clock clk0 $non_clock_inputs
set_output_delay [expr $clk_period * $clk_io_pct] -clock clk0 [all_outputs]
==> ./design.v <==
module RAM_2x8 (
    input wire CLK,
    input wire R_W,               
    input wire [0:0] ADDR,        
    input wire CLR,               
    input wire [7:0] DATA_IN,     
    output reg [7:0] DATA_OUT     
);
    reg [7:0] RAM_0;              
    reg [7:0] RAM_1;              
    always @(posedge CLK or posedge CLR) begin
        if (CLR) begin
            RAM_0 <= 8'b0;        
            RAM_1 <= 8'b0;        
        end else if (R_W) begin
            if (ADDR == 1'b0)
                RAM_0 <= DATA_IN;  
            else
                RAM_1 <= DATA_IN;  
        end
    end
    always @(negedge CLK) begin
        if (!R_W) begin
            if (ADDR == 1'b0)
                DATA_OUT <= RAM_0;  
            else
                DATA_OUT <= RAM_1;  
        end else begin
            DATA_OUT <= 8'bx;       
        end
    end
endmodule
module RAM_4x8 (
    input wire CLK,
    input wire R_W,               
    input wire [1:0] ADDR,        
    input wire CLR,               
    input wire [7:0] DATA_IN,     
    output reg [7:0] DATA_OUT     
);
    reg [7:0] RAM_0_DATA_OUT;
    reg [7:0] RAM_1_DATA_OUT;
    RAM_2x8 RAM_0 (
        .CLK(CLK),
        .R_W(R_W),
        .ADDR(ADDR[0]),           
        .CLR(CLR),
        .DATA_IN(DATA_IN),
        .DATA_OUT(RAM_0_DATA_OUT)
    );
    RAM_2x8 RAM_1 (
        .CLK(CLK),
        .R_W(R_W),
        .ADDR(ADDR[0]),           
        .CLR(CLR),
        .DATA_IN(DATA_IN),
        .DATA_OUT(RAM_1_DATA_OUT)
    );
    always @(*) begin
        if (ADDR[1] == 1'b0)
            DATA_OUT = RAM_0_DATA_OUT;   
        else
            DATA_OUT = RAM_1_DATA_OUT;   
    end
endmodule
module RAM_8x8 (
    input wire CLK,
    input wire R_W,               
    input wire [2:0] ADDR,        
    input wire CLR,               
    input wire [7:0] DATA_IN,     
    output reg [7:0] DATA_OUT     
);
    wire [7:0] RAM_0_DATA_OUT;
    wire [7:0] RAM_1_DATA_OUT;
    RAM_4x8 RAM_0 (
        .CLK(CLK),
        .R_W(R_W),
        .ADDR(ADDR[1:0]),          
        .CLR(CLR),
        .DATA_IN(DATA_IN),
        .DATA_OUT(RAM_0_DATA_OUT)
    );
    RAM_4x8 RAM_1 (
        .CLK(CLK),
        .R_W(R_W),
        .ADDR(ADDR[1:0]),          
        .CLR(CLR),
        .DATA_IN(DATA_IN),
        .DATA_OUT(RAM_1_DATA_OUT)
    );
    always @(*) begin
        if (ADDR[2] == 1'b0)
            DATA_OUT = RAM_0_DATA_OUT;   
        else
            DATA_OUT = RAM_1_DATA_OUT;   
    end
endmodule
==> notes.md <==
flow finished, numbers: Post-synth EDFFs 0, Die Height 104 µm, area share, top type 0.440, Synth async-reset ratio 0.667, hold crit path type in2async, Design Area, Final 1470 µm², final hold vios 0, CP Cell Sequence buf_2, ANT nets after route 0, Die W 104 µm, Largest cells by area dfrtp_1 (44%), mux2_2 (20%), dfxtp_1 (18%), mux2_4 (13%), buf_6 (2.5%), GRT Util Overall 0.0394, TNS Setup -3.66 ns, Worst slew margin 0.856, Slew Limit Fails 0, Iteration-0 DRC Markers 17, VDD IR max 0.000391 V, post-route non-filler standard cell count 199, number of buffers created by CTS 3, Clock Pin Slew Worst Setup and Hold Paths 0.08 ns, dpl hpwl 1.57 mm, Critical path buffers and inverters 1, Syn. warnings 3, largest net degree at the start of global routing 17, commonest cells in the netlist dfrtp_1 (16), mux2_2 (16), dfxtp_1 (8), mux2_4 (8), reg2reg path depth 1, clk ins delay skew pair 0.33 ns, number of global-route vias before repair 637, Vias 576, chip area 10800 µm², Inst Count DP 176, final worst slack -0.382 ns, Mapped Area 911 µm², overall power 1.99 mW, PD cells 1360 nW/µm², max-cap viol count 0, RePlAce Congestion 0.630, Hold WS 0.283 ns, AO/OA Area Share 0, RSZ-0062 raised after global routing true, # diodes 0, failing checks setup timing, Clock Sinks 24, final setup fails 16, Crit-path slowest cell dfxtp_2, initial antenna violation count 0, xor/xnor share 0, Flops after synth 24, part of the Yosys area used for sequential elements 0.615, Synth Area per Inst 16.9 µm², drt first pass iters 2, TritonCTS clock tree built, critical path launch point type register, Max clock buf depth 2, Worst Tran Pin Value 0.216 ns, Max FO, Critical Path 1, Vias/cell 2.89, final clock skew 0.0670 ns, fillcell total 740, number of logged tool warnings 38, Main logic family multiplexers, Most common reg cell dfrtp_1, Yosys chip area 911 µm², share of cells above drive strength 1 0.631, Syn-to-layout area delta 61.0%, drt total wl 2.03 mm, Std-Cell Rows 30, Starting Density 0.133, IO Pins 22, first-pass GRT wire length 3.37 mm, routed len/inst 10.2 µm, Crit path max-delay family flip-flops, yosys adder share 0, cells after synthesis 54, Arr. time, crit path 1.34 ns, required time of the critical path 0.96 ns, placed instance area 1320 µm², GRT overflow 0, Lkg Pwr 0.689 nW, endpoint class of the critical path output port, Root Buffer clkbuf_8, area leader, netlist dfrtp_1, Worst path max stage delay 0.31 ns, status finished, violations left, Cell variety after synth 8, drc violations 0, Worst path depth 1, CP Class reg2out, Simple-Gate Area Share 0.0220, CTS H-tree lvls 1, yosys cell count 54, Core Area 6830 µm², I/O Buffers 19, mux share 0.330
## registers in the layout, summed over array words and instances (netlist names)
signal and count:
RAM_1.RAM_0.DATA_OUT 8, RAM_0.RAM_0.RAM_0 8, RAM_1.RAM_1.RAM_1 8
## routing by layer
layer	vias up	track usage	routed length, µm
met5	-	0	0
met4	0	0.00199	13
met3	2	0.0244	193
met2	14	0.0667	1070
met1	279	0.0431	749
li1	281	-	-
## per-stage QoR
step / setup slack [ns] / utilization
after CTS: -0.393 / 0.209
after floorplan: -0.169 / -
after global routing: -0.427 / 0.215
after global placement: -0.732 / 0.193
after detailed placement: -0.738 / 0.193
final: -0.382 / 0.215
## path summary, 6_finish.rpt
| path | slack, ns | end | startpoint |
|---|---|---|---|
| setup / recovery | -0.38 | DATA_OUT[2] | RAM_1.RAM_0.DATA_OUT[2]$_DFF_N_ |
| hold / removal | 0.28 | RAM_1.RAM_1.RAM_1[7]$_DFFE_PP0P_ | CLR |
| setup reg to reg | -0.10 | RAM_1.RAM_0.DATA_OUT[3]$_DFF_N_ | RAM_0.RAM_0.RAM_0[3]$_DFFE_PP0P_ |
| hold reg to reg | 0.52 | RAM_1.RAM_1.RAM_1[4]$_DFFE_PP0P_ | RAM_1.RAM_1.RAM_1[4]$_DFFE_PP0P_ |
| max in group asynchronous | 0.74 | RAM_1.RAM_1.RAM_1[4]$_DFFE_PP0P_ | CLR |
| min in group clk0 | 0.52 | RAM_1.RAM_1.RAM_1[4]$_DFFE_PP0P_ | RAM_1.RAM_1.RAM_1[4]$_DFFE_PP0P_ |
## cell type report
type,instances,area [µm²],area share
Sequential cell,24,567,0.387
Timing Repair Buffer,40,349,0.238
Tap cell,96,120,0.0819
Inverter,1,3.75,0.00256
Multi-Input combinational cell,26,350,0.239
Clock inverter,9,35.0,0.0239
Clock buffer,3,41.3,0.0282
## logic make-up after synthesis
family,count (synthesis)
buffers and inverters,4
flip-flops,24
multiplexers,24
AND/OR/NAND/NOR,2
## worst min-delay path, cell delays in order
cell,delay [ns]
clkdlybuf4s50_1,0.39
inv_1,0.06
buf_4,0.22
## where the power goes
part / total (mW) / switching [mW] / internal, mW
Sequential: 0.996 / 0.0549 / 0.941
Clock: 0.565 / 0.300 / 0.264
Combinational: 0.431 / 0.106 / 0.326
Total: 1.99 / 0.461 / 1.53
## cells in the final DEF, fill, tap and decap left out
cell / instances
buf_4: 19
dfrtp_1: 16
mux2_4: 16
inv_1: 9
clkdlybuf4s50_1: 9
mux2_2: 8
buf_2: 8
dfxtp_2: 5
dfxtp_1: 3
clkbuf_8: 3
buf_12: 2
nand2_2: 1
nor2b_4: 1
clkinvlp_2: 1
buf_16: 1
dlygate4sd2_1: 1
## timing repair
action,CTS,global route
gates resized,35,1
hold buffers,0,0
buffers inserted,6,5
endpoints found under the setup margin,32,16
cloned,1,0
Power and IR drop assume default switching activity.
