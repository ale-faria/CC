--- ./constraint.sdc ---
current_design guia_1103

set clk_period 1.0
set clk_io_pct 0.2

create_clock -name clk0 -period $clk_period [get_ports {clk}]

set non_clock_inputs [all_inputs -no_clocks]
set_input_delay [expr $clk_period * $clk_io_pct] -clock clk0 $non_clock_inputs
set_output_delay [expr $clk_period * $clk_io_pct] -clock clk0 [all_outputs]
--- ./run.sh ---
#!/bin/bash
# OpenROAD 26Q1-2900-gdf79404cd8, Yosys 0.63+post, stock flow scripts
make -C /OpenROAD-flow-scripts/flow DESIGN_CONFIG=/design/flow/config.mk WORK_HOME=/design/flow/orfs finish
--- ./design.v ---
module guia_1103 (y, x, clk, reset);
  output reg y;          
  input x, clk, reset;   
  parameter start = 3'b000,
            id1   = 3'b001,
            id10  = 3'b010,
            id100 = 3'b011,
            id1001 = 3'b100;
  reg [2:0] E1, E2;  
  always @(x or E1) begin
    case (E1)
      start:  E2 = (x) ? id1 : start;
      id1:    E2 = (x) ? start : id10;
      id10:   E2 = (x) ? start : id100;
      id100:  E2 = (x) ? id1001 : start;
      id1001: E2 = (x) ? id1 : id10;  
      default: E2 = start;
    endcase
  end
  always @(posedge clk or posedge reset) begin
    if (reset)
      E1 <= start;
    else
      E1 <= E2;
  end
  always @(E1) begin
    y = (E1 == id1001) ? 1 : 0;
  end
endmodule
--- ./config.mk ---
export PLATFORM = sky130hd
export DESIGN_NAME = guia_1103
export DESIGN_NICKNAME = guia_1103
export VERILOG_FILES = /design/flow/design.v
export SDC_FILE = /design/flow/constraint.sdc
export NUM_CORES = 4
export LEC_CHECK = 1
export CORE_AREA = 10 10 70 70
export DIE_AREA = 0 0 80 80
==> impl_metrics.py <==
# Metrics from the implementation run
metrics = {
    "outcome": {
        "run_status": "completed",
    },
    "setup_path": {
        "cp.required_ns": 0.80,
        "worst_setup_path_start_kind": "flip-flop",
        "worst-path-buf-inv": 1,
        "reg2reg_depth": 4,
        "critical_path.max_stage_delay_ns": 0.37,
        "crit_start": "E1[1]",
        "reg2reg_from": "E1[1]",
        "worst-path-stages": 1,
        "r2r_setup_slack_ns": 0.10,
        "endpoint_kind": "output port",
        "worst-path-max-fanout": 2,
        "timing_worst_setup_path_type": "flip-flop to output port",
        "worstPathCellList": "buf_2",
        "critical-path-top-delay-family": "flip-flops",
        "r2r-end": "E1[2]",
        "slowest_stage": "sky130_fd_sc_hd__dfrtp_1",
        "critical_path_arrival_ns": 0.72,
        "crit_end": "y",
    },
    "timing": {
        "maxClockFrequency_ghz": 1.08,
        "final.min_clock_period_ns": 0.923,
        "timing.slew.headroom_pct": 87.8,
        "fin_worst_skew_ns": 0.00348,
        "fin_setup_tns_ns": 0,
        "setup_viol_count_final": 0,
        "grt_setup_unrepaired": "no",
        "fin_crit_sh_pct": 92.3,
        "drv_slew": 0,
        "hold_viol": 0,
        "timing_worst_slew_pin_value_ns": 0.183,
    },
    "yosys": {
        "synthesis.area_per_instance_um2": 12.5,
        "fraction_of_the_yosys_area_taken_by_sequential_cells_pct": 72.1,
        "yosysChipArea_um2": 175,
        "synth_stat.cells": 14,
        "flip_flop_and_latch_count_after_synthesis": 5,
        "netlist.area_leader.share_pct": 57.1,
        "top_area_cell": "sky130_fd_sc_hd__dfrtp_1",
        "synth.area.top_cells": "sky130_fd_sc_hd__dfrtp_1, sky130_fd_sc_hd__dfstp_2, sky130_fd_sc_hd__nor2_1, sky130_fd_sc_hd__and2b_2, sky130_fd_sc_hd__and2_2",
        "yosys.cell_types.count": 9,
        "ys_warn_count": 1,
        "mappedNetlistArea_um2": 175,
        "netlist_instances": 14,
    },
    "pwr": {
        "power.total_mw": 0.498,
        "powerDensity_nw_per_um2": 1670,
        "ir_worst_vdd_mv": 0.535,
        "total_leakage_power_nw": 0.128,
    },
    "flow_run": {
        "openroad.warnings": 25,
        "cap_viol_max_count": 0,
    },
    "routing": {
        "postRouteWirelength_um": 359,
        "vias_per_cell": 1.83,
        "drcViolationCount": 0,
        "antenna_violating_nets_post_route": 0,
        "vias_post_dr": 126,
        "diodes_inserted": 0,
        "wl_per_cell_um": 5.20,
        "initialDrtViolationCount": 3,
        "drt_pass1_iterations": 2,
    },
    "grt": {
        "globalRouteTotalUtil_pct": 1.46,
        "global_route_wire_length_before_repair_um": 676,
        "antenna_found_initial": 0,
        "pin_count_of_the_biggest_net_entering_global_routing": 7,
        "grt-ovfl-total": 0,
        "first_global_vias": 147,
    },
    "cts": {
        "cts_buf_count": 3,
        "cts_root_buffer": "sky130_fd_sc_hd__clkbuf_4",
        "insertion_delay_ns": 0.24,
        "clk_pin_slew_ns": 0.04,
        "tritoncts": "done",
        "clk_path_buf_depth": 2,
        "clock_sinks": 5,
        "h-tree-depth": 1,
    },
    "layout": {
        "area_growth_syn_to_layout_pct": 70.7,
        "final_layout_size_suffix_gt1_share_pct": 39.1,
        "finalNonFillerCells": 69,
        "mostFrequentLayoutCells": "sky130_fd_sc_hd__dfrtp_1, sky130_fd_sc_hd__nor2_1, sky130_fd_sc_hd__clkbuf_4",
        "mostFrequentLayoutCell": "sky130_fd_sc_hd__dfrtp_1",
        "largest_register": "E1",
        "largestRegisters": "E1 (5)",
        "finalCoreUtilization_pct": 8.75,
        "largest_reg_flops": 5,
    },
    "floorplan": {
        "placeableCoreArea_um2": 3420,
        "core_util_floorplan_pct": 5.13,
        "fp.dieH_um": 80,
        "core.rowCount": 21,
        "die_w_um": 80,
        "io_pins": 4,
        "dieArea_um2": 6400,
    },
    "worst_hold_path": {
        "hold_class": "input port to async pin",
    },
    "place": {
        "dpl.cell_count": 64,
        "io_buffers": 3,
        "finalWeightedCongestion": 0.679,
    },
}
==> cell usage after synthesis <==
cell	number
sky130_fd_sc_hd__o21a_1	1
sky130_fd_sc_hd__and2_2	1
sky130_fd_sc_hd__nor2_1	3
sky130_fd_sc_hd__inv_1	1
sky130_fd_sc_hd__dfstp_2	1
sky130_fd_sc_hd__nor3_1	1
sky130_fd_sc_hd__and2b_2	1
sky130_fd_sc_hd__a21oi_1	1
sky130_fd_sc_hd__dfrtp_1	4
==> cell type report <==
class | count | area, µm²
multi-input combinational | 8 | 45.0
inverter | 1 | 3.75
sequential | 5 | 126
timing repair buffer | 5 | 40.0
fill | 403 | 3120
tap | 46 | 57.6
clock buffer | 4 | 26.3
==> timing repair <==
item / 4_1_cts / 5_1_grt
gates resized: 3 / 0
setup endpoints to repair: 1 / 0
hold buffers: 0 / 0
buffers inserted: 1 / 0
==> how the worst min path moves through the flow <==
stage / from / cells past startpoint / to
global route: reset / 2 / E1[1]
finish: reset / 2 / E1[1]
CTS: reset / 2 / E1[1]
==> cell families (layout without fill, tap and decap cells) <==
logic type / count (synthesis) / count (layout) / synth area share (%)
and+or+nand+nor: 6 / 6 / 18.6
DFF: 5 / 5 / 72.1
AOI/OAI and AO/OA: 2 / 2 / 7.14
buffers and inverters: 1 / 10 / 2.14
==> metrics by stage <==
stage	hold slack [ns]	instance area, µm²	setup slack (ns)
after floorplan	-0.0222	175	0.289
after global placement	0.408	270	-0.0946
after detailed placement	0.424	270	-0.119
after CTS	0.171	299	0.0605
after global routing	0.185	299	0.0416
final	0.174	299	0.0767
==> power by group <==
part	internal (mW)	leakage [nW]	total (mW)	switching, mW
registers	0.224	0.0640	0.232	0.00757
clock network	0.151	0.0150	0.228	0.0779
logic	0.0212	0.0493	0.0381	0.0168
==> per-layer routing <==
| layer | track usage (%) | wire, µm | vias up |
|---|---|---|---|
| met2 | 1.28 | 98 | 7 |
| met4 | 0.176 | 0 | 0 |
| met1 | 1.88 | 185 | 57 |
| li1 | - | - | 62 |
| met5 | 0 | 0 | - |
| met3 | 2.05 | 75 | 0 |
No activity file was given, so power comes from the tool's default toggle rates.
