==> flow/design.v <==
module guia_1102 (y, x, clk, reset);
  output reg y;
  input x, clk, reset;
  parameter start = 3'b000,
            id1   = 3'b001,
            id10  = 3'b010,
            id100 = 3'b011,
            id1001 = 3'b100;
  reg [2:0] E1, E2;  
  always @(x or E1) begin
    case (E1)
      start:  E2 = (x) ? id1 : start;
      id1:    E2 = (x) ? start : id10;
      id10:   E2 = (x) ? start : id100;
      id100:  E2 = (x) ? id1001 : start;
      id1001: E2 = start;  
      default: E2 = 3'bxxx;
    endcase
  end
  always @(posedge clk or posedge reset) begin
    if (reset)
      E1 <= start;
    else
      E1 <= E2;
  end
  always @(E1 or x) begin
    y = (E1 == id100 && x == 1) ? 1 : 0;
  end
endmodule
==> flow/run.sh <==
#!/bin/bash
# OpenROAD 26Q1-2900-gdf79404cd8, Yosys 0.63+post, stock flow scripts
make -C /OpenROAD-flow-scripts/flow DESIGN_CONFIG=/design/flow/config.mk WORK_HOME=/design/flow/orfs finish
==> flow/config.mk <==
export PLATFORM = sky130hd
export DESIGN_NAME = guia_1102
export DESIGN_NICKNAME = guia_1102
export VERILOG_FILES = /design/flow/design.v
export SDC_FILE = /design/flow/constraint.sdc
export NUM_CORES = 4
export LEC_CHECK = 1
export CORE_AREA = 10 10 70 70
export DIE_AREA = 0 0 80 80
==> flow/constraint.sdc <==
current_design guia_1102

set clk_period 1.0
set clk_io_pct 0.2

create_clock -name clk0 -period $clk_period [get_ports {clk}]

set non_clock_inputs [all_inputs -no_clocks]
set_input_delay [expr $clk_period * $clk_io_pct] -clock clk0 $non_clock_inputs
set_output_delay [expr $clk_period * $clk_io_pct] -clock clk0 [all_outputs]
==> run summary <==
run metrics: Worst Max-Slew Pin Slew=about 220 ps, Int Pwr=roughly 0.40 mW, RR Startpoint=E1[2], final WL=about 420 um, Simple Share, Synth=0.2877, Max-area cell share=0.5479, initial antenna violation count=0, biggest regs=E1 x5, P_leak=0.1352 nW, worst setup margin=-66.14 ps, cells after synthesis=13, Hold-fix buffers, CTS=0, Synth Area in XOR/XNOR=0, drt pass-1 iters=1, Post-synth EDFFs=0, main flop type=dfrtp_1, #FFs+latches synth=5, unrepaired setup endpoints after global routing=true, Sequential Power Share=0.457, Arrival @ worst endpoint=between 800 and 900 ps, Mux area share=0, I/O Pins=4, routed via count=about 130, min cycle time layout=1066 ps, area leader, netlist=dfrtp_1, setup TNS=-66.14 ps, Adder Area Share=0, R2R depth=2, fp util=0.05348, largest net degree at the start of global routing=6, Routability Congestion=~0.67, final hold violations=0, CTS Buf Count=3, Sink Count=5, pre-CTS setup slack=-552.8 ps, Power Dens Cells=about 1600 mW/mm^2, die width=80 um, Sw Ratio=0.2215, Post-synth top cells=dfrtp_1 (4), and2_1 (2), and2b_1 (2), Max-cap violations=0, detailed-route DRC error count=0, Synth top cell by count=dfrtp_1, hold_ws=174.1 ps, crit path capture type=primary output, comb area leader=simple AND/OR/NAND/NOR gates, Hold/Removal Path Class=primary input to asynchronous set/reset pin, WL per Instance=between 6 and 7 um, Clk Tree Root Cell=clkbuf_4, Post-synth ARST share=1.000, Req. time, crit path=800 ps, clock buffer depth=2, site row count=21, Starting DRT DRC Count=0, Setup crit start kind=flop, OpenROAD warning count=27, number of buffers added on ports=3, CTS tree=built, final setup fails=1, Peak supply drop=between 0.0005 and 0.0006 V, max reg flops=5, Crit-path slowest cell=dfrtp_1, Design Power=about 0.5 mW, P&R area growth vs syn=71.92%, Avg Synthesized Cell Area=between 10 and 15 sq um, Die Size=0.006400 sq mm, GRT Resource Usage Total=0.01674, Final Cycle Share=1.066, via-per-instance ratio=~1.9, net load switching power=between 0.1 and 0.15 mW, status=complete, but fails checks, vias in the first global route=about 160, Worst-path clk slew=around 40 ps, Max Fclk=approximately 940 MHz, Syn Std Cell Area=around 180 sq um, share of post-route cells with drive strength above 1=0.4091, final core occ=0.09194, Slew Limit Fails=0, Setup CP Type=flop to primary output, ANT cells=0, Rel. slew slack=0.8513, remaining antenna violation count=0, Post-synth seq share=0.6918, Skew-Pair Late Insertion Delay=around 240 ps, failing checks=negative setup slack, Worst Skew=0.5079 ps, global-route wire length before repair=779 um, ys cells=13, CP max stage delay=370 ps, Main area contributors=dfrtp_1 (55%), dfstp_2 (14%), and2b_1 (8.2%), nor4b_2 (8.2%), and2_1 (6.8%), R2R Setup Slk=~160 ps, Reg with most FFs=E1, Complex Gates by Area=0, combinational share of power=0.077, Clock Power Share=0.466, Yosys Chip Area=182.7 sq um, maximum fanout along the worst path=2, die extent in y=80 um, core area=about 0.0034 sq mm, total global routing overflow=0, yosys warns=1, FILL cells=roughly 400, critical path, cell by cell=and2_4 > buf_6, Unique cell types=8, Critical R2R Capture=E1[0], H-tree depth=1, register area=roughly 130 sq um, multi-input logic area=about 55 sq um
-- layout make-up --
type / instances / share of cell area
well taps: 46 / 0.1833
inverters: 1 / 0.01195
repair buffers: 5 / 0.1434
flip-flops and latches: 5 / 0.4024
clock buffers: 4 / 0.08367
multi-input cells: 7 / 0.1753
-- through the flow --
stage	cells	cell area [sq um]
after floorplan	13	182.7
after global placement	63	277.8
after detailed placement	63	277.8
after CTS	68	314.1
after global routing	68	314.1
final	68	314.1
-- power groups by stage --
stage | Sequential, mW | Combinational [mW] | Clock (mW)
CTS | 0.234 | 0.0398 | 0.244
global route | 0.235 | 0.0464 | 0.267
finish | 0.234 | 0.0394 | 0.239
-- how the worst max path moves through the flow --
stage	startpoint	end	slack (ps)	cells after the start
6_report	E1[4]	y	-70	2
4_1_cts	E1[4]	y	-70	2
5_1_grt	E1[4]	y	-100	2
-- worst max-delay path: cells and delay by family, from the launching register on --
family        cells  cell delay (ps)
flops             1              370
buf+inv           1              100
simple gates      1              150
-- cell families after synthesis --
| logic type | count (synthesis) |
|---|---|
| and+or+nand+nor | 7 |
| DFF | 5 |
| buffers and inverters | 1 |
-- layout by cell type (no fill, tap or decap) --
cell,count
nor2_1,1
dfstp_2,1
and2_4,1
dfrtp_1,4
nor4_1,1
buf_6,1
inv_1,1
clkdlybuf4s50_1,1
clkbuf_4,3
and2b_1,2
buf_4,2
clkbuf_1,1
nor4b_2,1
dlygate4sd2_1,1
and2_1,1
-- what timing repair did --
action,4_1_cts,5_1_grt
resized,6,0
setup endpoints to repair,1,1
setup buffers,1,0
-- per-layer routing --
metal / global-route usage / wire length [um]
met5: 0 / 0
met4: 0.001761 / 0
met3: 0.02045 / 68
met2: 0.01445 / 110
met1: 0.02352 / 241
Power is estimated from default activity; no workload was simulated.
